## /design/flow/run.sh

```bash
#!/bin/bash
# OpenROAD 26Q1-2900-gdf79404cd8, Yosys 0.63+post, stock flow scripts
make -C /OpenROAD-flow-scripts/flow DESIGN_CONFIG=/design/flow/config.mk WORK_HOME=/design/flow/orfs finish
```

## /design/flow/config.mk

```make
export PLATFORM = sky130hd
export DESIGN_NAME = CU
export DESIGN_NICKNAME = CU
export VERILOG_FILES = /design/flow/design.v
export SDC_FILE = /design/flow/constraint.sdc
export NUM_CORES = 4
export LEC_CHECK = 1
export CORE_AREA = 10 10 86 86
export DIE_AREA = 0 0 96 96
```

## /design/flow/constraint.sdc

```tcl
current_design CU

set clk_period 1.6
set clk_io_pct 0.2

create_clock -name clk0 -period $clk_period [get_ports {clk}]

set non_clock_inputs [all_inputs -no_clocks]
set_input_delay [expr $clk_period * $clk_io_pct] -clock clk0 $non_clock_inputs
set_output_delay [expr $clk_period * $clk_io_pct] -clock clk0 [all_outputs]
```

## /design/flow/design.v

```verilog
`timescale 1ns/1ns
module CTRL(clk,rst,tbt,opc,ld,lb,i,cond,pcsrc,pcwrite,mems,memwrite,memread,loadir,reg2,wreg,dreg,regwrite,srca,srcb,loadf,loadff,aluop);
	input clk,rst,cond,ld,lb,i;
	input [2:0]tbt,opc;
	output reg [1:0] srcb,dreg;
	output reg pcsrc,pcwrite,mems,memwrite,memread,loadir,reg2,wreg,regwrite,srca,loadf,loadff,aluop;
	reg [3:0] ps,ns;
	always @(posedge clk) begin
		if(rst)
			ps <= 4'd0;
		else
			ps <= ns;
	end
	always @(ps,cond,tbt,ld,lb,i) begin
		case(ps)
			4'd0    : ns = 4'd1;
			4'd1    : begin 
				if(cond==1'b0) 
					 ns=4'd0;
		      		if(cond==1'b1 && tbt==3'b101 && lb==1'b0)
					 ns=4'd2;
				if(cond==1'b1 && tbt==3'b101 && lb==1'b1)
					 ns=4'd3;
			        if(cond==1'b1 && tbt==3'b010 )
				          ns=4'd4;
                                if(cond==1'b1 && tbt==3'b000 && i==1'b1)
					  ns=4'd9;
                                if(cond==1'b1 && tbt==3'b000 && i==1'b0) 
					  ns=4'd11;
				end
			4'd2    : ns = 4'd0;
			4'd3    : ns = 4'd0;
			4'd4    : ns = ld?4'd7:4'd5;
			4'd5  : ns = 4'd6;
			4'd6  : ns = 4'd0;
			4'd7  : ns = 4'd8;
			4'd8  : ns = 4'd0;
			4'd9 : ns = 4'd10;
			4'd10 : ns = 4'd0; 
			4'd11 : ns = 4'd12;
			4'd12 : ns = 4'd13;
			4'd13 : ns = 4'd0;
			 default: ns = 4'd0;
		endcase
	end
	always @(ps,opc) begin
		{pcsrc,pcwrite,mems,memwrite,memread,loadir,reg2,wreg,regwrite,srca,loadf,loadff,aluop,srcb,dreg}=17'd0;
		case(ps)
			4'd0    : begin mems=1'd0;pcwrite=1'd1;memread=1'd1;loadir=1'd1;srca=1'd0;srcb=2'd1;pcsrc=1'd0;aluop=1'd0;end 
			4'd1    : begin srca=1'd0;srcb=2'd2;aluop=1'd0 ; end
			4'd2    : begin pcsrc=1'd1;pcwrite=1'b1; end
			4'd3    : begin wreg=1'd1;dreg=2'd1;regwrite=1'd1;pcsrc=1'd1;pcwrite=1'b1; end
			4'd4    : begin srca=1'd1;srcb=2'd3;aluop=1'd0;end
			4'd5  : begin mems=1'd1;memread=1'd1; end
			4'd6  : begin wreg=1'd0;dreg=2'd0;regwrite=1'd1; end
			4'd7  : begin reg2=1'd0;srca=1'd1;srcb=2'd3;aluop=1'd0; end
			4'd8  : begin mems=1'd1;memwrite=1'd1; end
			4'd9 : begin srca=1'd1;srcb=2'd3;aluop=1'd1;loadf=1'd1;
				 if(opc==3'b000 || opc==3'b010 || opc==3'b001 || opc==3'b110) loadff=1'b1; end
			4'd10 : begin dreg=2'd2;wreg=1'd0;regwrite=1'd1; end
			4'd11 : begin reg2=1'd1; end
			4'd12 : begin srca=1'd1;srcb=2'd0;aluop=1'd1;loadf=1'd1;
				 if(opc==3'b000 || opc==3'b010 || opc==3'b001 || opc==3'b110) loadff=1'b1; end
			4'd13 : begin dreg=2'd2;wreg=1'd0;regwrite=1'd1; end
		endcase
	end
endmodule
module ALUCONTROLLER(aluop,opc,aluoperation);
	input aluop;
	input [2:0] opc;
	output reg [2:0]aluoperation;
	always @(aluop,opc) begin
		if(aluop==1'b0)
			aluoperation=3'b000;
		if(aluop==1'b1) begin
			case(opc)
				3'b000: aluoperation=3'b000;
				3'b001: aluoperation=3'b001;
				3'b101: aluoperation=3'b001;
				3'b110: aluoperation=3'b001;
				3'b011: aluoperation=3'b010;
				3'b101: aluoperation=3'b010;
				3'b100: aluoperation=3'b100;
				3'b111: aluoperation=3'b011;	
			endcase
		end
	end	
endmodule
module COND(C,z,n,v,cond);
	input [1:0]C;
	input z,n,v;
	output reg cond;
	always@(C,z,n,v) begin
		cond=1'b0;
		if(C==2'b00) begin
			if(z==1'b1)
				cond=1'b1;
		end
		if(C==2'b01) begin
			if({z,n}==2'b00)
				cond=1'b1;	
		end
		if(C==2'b10) begin
			if(n^v)
				cond=1'b1;
		end
		if(C==2'b11) begin
			cond=1'b1;	
		end
	end
endmodule
`timescale 1ns/1ns
module CU(clk,rst,it,opc,C,z,n,v,ld,lb,i,
	  cond,aluoperation,pcsrc,pcwrite,mems,memwrite,memread,loadir,reg2,wreg,dreg,regwrite,srca,srcb,loadf,loadff);
	input clk,rst,z,n,v,ld,lb,i;
	input [2:0]it,opc;
	input [1:0]C;
	output cond,pcsrc,pcwrite,mems,memwrite,memread,loadir,reg2,wreg,regwrite,srca,loadf,loadff;
	output [1:0]srcb,dreg;
	output [2:0]aluoperation;
	wire aluop;
	ALUCONTROLLER alucu(aluop,opc,aluoperation);
	COND	      con(C,z,n,v,cond);
	CTRL	      ctrl(clk,rst,it,opc,ld,lb,i,cond,pcsrc,pcwrite,mems,memwrite,memread,
			   loadir,reg2,wreg,dreg,regwrite,srca,srcb,loadf,loadff,aluop);
endmodule
```

==> flow_summary_export.csv <==
group,metric,value,unit
status,outcome,"finished clean",
place,place_congestion,0.815,
drt,route.detailed.drc,0,
grt,antenna_found_initial,0,
place,io_buffers,35,
sta,rsz0062_at_grt,"true",
synth,yosys_register_bits,11,
floorplanning,floorplan.die.height,96,um
worst_hold_path,worst_hold_startpoint,"rst",
sta,setup_ws,0.00877,ns
finish,number_of_fill_cells,595,
floorplanning,fp-utilization,12.9,%
synth,yosysChipArea,713,um2
cts,cts-buffers-inserted,3,
cts,tritoncts,"done",
drt,wirelength,2690,um
setup_path,worstSetupEndpointType,"output pin",
drt,drt.antenna.violating_nets,0,
floorplanning,core_region_area,5540,um2
synth,synth.cells.most_frequent,"nor2b_1, nor2_1, o21ai_0",
cts,cts_buffer_depth,2,
drt,detail_route.wl_per_cell,11.0,um
worst_hold_path,hold_depth,2,
sta,finalSetupViolCount,0,
power_and_ir_drop,vdd_ir_drop_max,0.000219,V
setup_path,worst-endpoint-required,1.28,ns
setup_path,timing.setup.critical_path_class,"reg -> out",
drt,firstDrtPassIters,4,
sta,slew_headroom,65.9,%
grt,pin_count_of_the_biggest_net_entering_global_routing,11,
setup_path,critical_path_arrival,1.27,ns
worst_hold_path,timing.hold.worst.class,"in -> reg",
place,place_ws,-0.437,ns
job,max_cap_viol_count,0,
synth,async_reset_ff_share,0,%
power_and_ir_drop,finalPower,0.458,mW
synth,synth-main-ff-cell,"dlxtn_1",
synth,synthesis.instances,105,
cts,root_buffer,"clkbuf_8",
job,openroad_warning_count,27,
power_and_ir_drop,power.static_leakage,0.712,nW
grt,grt_pass1_vias,925,
finish,layout-area-overhead-vs-synth,119,%
sta,worstMarginPinSlew,0.507,ns
synth,yosysTopAreaCellShare,14.7,%
cts,holdBufCountCts,0,
sta,final-max-slew-violation-count,0,
synth,synth-cells-yosys,105,
worst_hold_path,min_delay_worst_endpoint,"ctrl.ps[0]",
drt,route.antenna.diode_count,0,
sta,max_freq,0.628,GHz
grt,grt_util_all_layers,5.49,%
floorplanning,die_w,96,um
place,detailedPlacementHpwl,1930,um
grt,grt_remaining_overflow,0,
floorplanning,pin_count,36,
finish,drive_above_1_share,48.6,%
synth,synth_area_per_cell,6.79,um2
sta,untimed_endpoints,10,
drt,via_per_inst,4.00,
finish,final_core_utilization,28.2,%
cts,cts_max_level,1,
synth,synth_warnings,9,
sta,period_used_share,99.5,%
finish,combGateArea,597,um2
sta,min_period,1.59,ns
synth,yosysTopAreaCell,"dlxtn_1",
power_and_ir_drop,cellPowerDensity,293,nW/um2
sta,count_of_final_hold_check_violations,0,
finish,final-seq-area,198,um2
synth,edf_count,0,
setup_path,crit_fanout,4,
drt,drt_iter0_drc,15,
sta,number_of_register_pins_that_no_clock_reaches,7,
drt,routed-via-count,980,
cts,cts.reportedPaths.clkPinSlew,0.03,ns
synth,yosys-top-cells-area,"dlxtn_1, nor2b_1, dfxtp_1, o21ai_0, nor2_1",
grt,grt_pass1_wl,4240,um
setup_path,timing.critical_path.from_type,"register",
synth,post-synth-top-count-cell,"nor2b_1",
floorplanning,std_cell_rows,27,
floorplanning,design.die.area,9220,um2
synth,synthDistinctLibCells,31,
synth,syn-cell-area,713,um2
==> registers in the layout (all words and copies together) (netlist names) <==
register,cells
ctrl.ns,4
ctrl.ps,4
alucu.aluoperation,3
==> where the power goes <==
part / leakage [nW] / switching (mW) / total [mW] / internal [mW]
clock: 0.0216 / 0.0491 / 0.209 / 0.160
sequential: 0.0893 / 0.00283 / 0.106 / 0.103
combinational: 0.601 / 0.0572 / 0.143 / 0.0858
total: 0.712 / 0.109 / 0.458 / 0.349
==> placed cells by master, fill, tap and decap left out, types with 6 or more instances in the layout <==
cell	netlist	layout
nor2b_1	13	10
nor2_1	11	8
o21ai_1	0	6
dlxtn_1	7	7
dlygate4sd2_1	0	9
clkdlybuf4s50_1	0	12
buf_4	2	27
buf_6	0	10
buf_2	5	8
==> cell families after synthesis <==
family	after synthesis	share of synthesized area, %
muxes	1	1.40
xor gates and xnor gates	2	2.46
latches	7	14.7
and+or+nand+nor	51	37.7
buffers and inverters	13	8.77
DFF	4	11.2
AOI/OAI and AO/OA	27	23.7
==> worst max-delay path by stage <==
stage,slack (ns),start,cells past startpoint,endpoint
finish,0.009,ctrl.ps[2],7,regwrite
global route,-0.08,ctrl.ps[2],7,regwrite
CTS,-0.18,ctrl.ps[2],4,pcsrc
==> cell type report <==
class	count	area share (%)
repair buffers	74	39.8
multi-input cells	81	38.2
flip-flops and latches	11	12.7
well taps	72	5.76
clock buffers	3	2.64
inverters	4	0.961
==> layer usage <==
| layer | GRT usage [%] | part of all wire (%) | wire length (um) |
|---|---|---|---|
| met5 | 0 | 0 | 0 |
| met1 | 7.26 | 49 | 1320 |
| met2 | 8.86 | 42 | 1130 |
| met4 | 0.983 | 1.7 | 46 |
| met3 | 1.49 | 7.2 | 193 |
==> critical path, cell delays in order (launching register included) <==
cell and delay (ns):
dfxtp_4 0.35, buf_8 0.13, buf_4 0.14, nand2_2 0.09
nor2_4 0.04, o21ai_1 0.10, o21ai_1 0.07, buf_2 0.12
==> stage by stage <==
stage / instances / hold WS [ns] / TNS [ns] / cell area [um2]
floorplan: 105 / 0.392 / 0 / 713
global placement: 226 / 0.939 / -2.35 / 1280
detailed placement: 226 / 0.940 / -2.27 / 1280
CTS: 241 / 0.718 / -0.223 / 1480
global route: 245 / 0.734 / -0.229 / 1560
finish: 245 / 0.722 / 0 / 1560
==> timing repair <==
item                       4_1_cts  5_1_grt
pin swaps                        7        9
gates cloned                     1        0
setup endpoints to repair       17       12
resized                         76       29
setup buffers                   11        4
Power and IR drop assume default switching activity.
