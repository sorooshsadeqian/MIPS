### run.sh
#!/bin/bash
# OpenROAD 26Q1-2900-gdf79404cd8, Yosys 0.63+post, stock flow scripts
make -C /OpenROAD-flow-scripts/flow DESIGN_CONFIG=/design/flow/config.mk WORK_HOME=/design/flow/orfs finish
### config.mk
export PLATFORM = sky130hd
export DESIGN_NAME = controller
export DESIGN_NICKNAME = controller
export VERILOG_FILES = /design/flow/design.v
export SDC_FILE = /design/flow/constraint.sdc
export NUM_CORES = 4
export LEC_CHECK = 1
export CORE_AREA = 10 10 70 70
export DIE_AREA = 0 0 80 80
### constraint.sdc
current_design controller

set clk_period 2.6
set clk_io_pct 0.2

create_clock -name clk0 -period $clk_period

set non_clock_inputs [all_inputs -no_clocks]
set_input_delay [expr $clk_period * $clk_io_pct] -clock clk0 $non_clock_inputs
set_output_delay [expr $clk_period * $clk_io_pct] -clock clk0 [all_outputs]
### design.v
`timescale 1ns/1ns
module SC(opc,memtoreg,memread,memwrite,alusrc,regwrite,regdst,writesel,pc1,pc2,aluop,branch);
	input [5:0]opc;
	output reg memtoreg,memread,memwrite,alusrc,regwrite,writesel,pc1,pc2,branch;
	output reg [1:0]regdst,aluop;
	always @(opc) begin
		{aluop,memtoreg,memread,memwrite,alusrc,regwrite,regdst,writesel,pc1,pc2,branch}=13'd0;
		case(opc)
			6'b000000:  
			 begin aluop=2'b10;{memtoreg,memread,memwrite,alusrc,regwrite,writesel,pc2,branch}=8'b00001100;regdst=2'b10; end
			6'b000001:  
			 begin aluop=2'b01;{memtoreg,memread,memwrite,alusrc,regwrite,writesel,pc2,branch}=8'b00011100;regdst=2'b00; end
			6'b000010:  
			 begin aluop=2'b11;{memtoreg,memread,memwrite,alusrc,regwrite,writesel,pc2,branch}=8'b00011100;regdst=2'b00; end
			6'b000011:  
			 begin aluop=2'b01;{memtoreg,memread,memwrite,alusrc,regwrite,writesel,pc2,branch}=8'b11011100;regdst=2'b00; end
			6'b000100:  
			 begin aluop=2'b01;{memread,memwrite,alusrc,pc2,branch}=5'b01100; end
			6'b000101:  
			 begin aluop=2'b00;{alusrc,pc2,branch}=3'b001; end
			6'b000110:  
			 begin {pc1,pc2,branch}=3'b010; end
			6'b000111:  
			 begin {pc1,pc2,branch}=3'b110; end
			6'b001000:  
			 begin regdst=2'b01; {regwrite,writesel,pc1,pc2,branch}=5'b10010; end
			default: {aluop,memtoreg,memread,memwrite,alusrc,regwrite,regdst,writesel,pc1,pc2,branch}=13'd0;
		endcase
	end
endmodule
module AC(aluop,func,aluoperation);
	input [5:0] func;
	input [1:0] aluop;
	output reg [2:0] aluoperation;
	always @(aluop,func) begin
		aluoperation=3'd0;
		if(aluop==2'b00)  
			aluoperation=3'b011;
		if(aluop==2'b01)  
			aluoperation=3'b010;
		if(aluop==2'b11)  
			aluoperation=3'b111;
		if(aluop==2'b10) begin   
			if(func==6'd1)
				aluoperation=3'b010;
			if(func==6'd2)
				aluoperation=3'b011;
			if(func==6'd4)
				aluoperation=3'b000;
			if(func==6'd8)
				aluoperation=3'b001;
			if(func==6'd16)
				aluoperation=3'b111;
		end
	end
endmodule
`timescale 1ns/1ns
module controller(opc,func,zero,memtoreg,memread,memwrite,alusrc,regwrite,regdst,writesel,pc1,pc2,aluoperation,pcsrc);
	input [5:0] opc,func;
	input zero;
	output memtoreg,memread,memwrite,alusrc,regwrite,writesel,pc1,pc2,pcsrc;
	output [1:0] regdst;
	output [2:0] aluoperation;
	wire [1:0] aluop;
	wire branch;
	SC sc(opc,memtoreg,memread,memwrite,alusrc,regwrite,regdst,writesel,pc1,pc2,aluop,branch);
	AC ac(aluop,func,aluoperation);
	assign pcsrc=branch&zero;
endmodule
==> impl_metrics.tcl <==
# yosys + openroad results
set metrics [dict create \
    status "completed" \
    ir_drop_mv 0.0397 \
    layout-drive-gt1-share 0.394 \
    dp_slack_ns -0.661 \
    grt_start_max_net_pins 7 \
    core_um2 3420 \
    dieArea_um2 6400 \
    cp-end-kind "output port" \
    drtIter0Drc 7 \
    syn_avg_cell_area_um2 6.02 \
    wl_per_cell_um 10.3 \
    synth.distinct_cells 26 \
    nFlopsAndLatches 0 \
    hold_path_end "aluoperation[0]" \
    max-cap-violations 0 \
    min_path_type "primary input to output port" \
    grt_antenna_before_repair 0 \
    pwr-share-comb 1.000 \
    clock_buffers 0 \
    gr-total-overflow 0 \
    ys_cells 48 \
    dp.cells 133 \
    setup_ws_ns 0.0832 \
    stdcell_count 140 \
    setup_tns_ns 0 \
    finalSetupViolCount 0 \
    area_delta_synth_final_pct 174 \
    ys_area_um2 289 \
    cp_max_fo 3 \
    power_switching_w 0.0000311 \
    power.leakage_nw 0.347 \
    slew_headroom 0.742 \
    rsz0062_at_grt "yes" \
    drtPass1Iterations 2 \
    vias 508 \
    ioPinCount 27 \
    p_per_area_nw_per_um2 92.9 \
    place.gp.congestion 0.843 \
    min_from "opc[5]" \
    post-route-min-period_ns 2.52 \
    grtUsageTotal 0.0418 \
    max_clock_freq_mhz 397 \
    totalWireLength_um 1440 \
    viasPerCell 3.63 \
    worst_ep_required_time_ns 2.08 \
    critPathLaunchType "primary input" \
    post-dp-hpwl_um 1060 \
    hold_path_depth 7 \
    worstSetupPathType "primary input to output port" \
    seq_power_share 0 \
    synth_seq_share 0 \
    fin_crit_sh 0.968 \
    worstMarginPinSlew_ns 0.385 \
    ys_warn_count 2 \
    warnings 34 \
    die_y_um 80 \
    die_w_um 80 \
    numPortBuffers 27 \
    internal_power_w 0.0000424 \
    antenna_cells 0 \
    rows 21 \
    post_synth_inst_count 48 \
    critPathArrivalTime_ns 2.00 \
    fp_util 0.0846 \
    sw_frac_of_total 0.423 \
    grt_pass1_wl_um 2290 \
    grt_pass1_vias 535 \
    hold_violations 0 \
    pwr-share-clk 0 \
    netlist_area_um2 289 \
    drt_drc_violations_left 0 \
    seq_area_um2 0 \
    ant_nets 0 \
    drv_slew 0 \
]
-- critical path, cell delays in order --
cell and delay [ns]:
buf_2 0.12, buf_4 0.14, xnor2_1 0.17, nand2_1 0.12, ha_4 0.18, buf_4 0.12, buf_4 0.13, a221o_1 0.31
clkdlybuf4s15_1 0.18
-- worst max path at each step --
stage       from              end  slack [ns]
4_1_cts   opc[3]  aluoperation[2]        0.01
5_1_grt   opc[5]  aluoperation[0]      -0.009
6_report  opc[2]  aluoperation[2]        0.08
-- power by group through the flow --
stage | registers (W) | clock network (W) | logic (W)
5_1_grt | 0 | 0 | 0.0000800
6_report | 0 | 0 | 0.0000736
4_1_cts | 0 | 0 | 0.0000696
-- layout make-up --
| class | count | area [µm²] |
|---|---|---|
| repair buffers | 47 | 392 |
| fillers | 388 | 2620 |
| well taps | 46 | 57.6 |
| multi-input cells | 41 | 320 |
| inverters | 6 | 22.5 |
-- logic make-up after synthesis --
| group | share of synthesized area |
|---|---|
| adder cells (fa/ha/maj) | 0.0866 |
| buffers and inverters | 0.104 |
| AND-OR/OR-AND | 0.268 |
| XOR/XNOR | 0.0909 |
| AND/OR/NAND/NOR | 0.450 |
-- timing repair --
action	in CTS	in global routing
buffers inserted	5	2
resized	32	8
pin swaps	7	10
endpoints found under the setup margin	11	3
hold buffers	0	0
endpoints found under the hold margin	0	0
-- cells in the mapped netlist --
cell / number / area (µm²)
nor3b_1: 1 / 7.51
nand2b_1: 1 / 6.26
a31o_2: 1 / 8.76
nor2_1: 5 / 18.8
inv_1: 6 / 22.5
o21ai_1: 1 / 5.00
and3_1: 1 / 6.26
and2_1: 2 / 12.5
ha_1: 2 / 25.0
a211oi_1: 1 / 7.51
nor3_1: 6 / 30.0
a41o_1: 1 / 10.0
a21oi_1: 1 / 5.00
nor4_1: 1 / 6.26
o21ai_0: 1 / 5.00
or3_1: 1 / 6.26
nand3_1: 1 / 5.00
xor2_1: 2 / 17.5
o211ai_1: 1 / 7.51
xnor2_1: 1 / 8.76
buf_4: 1 / 7.51
nand2_1: 6 / 22.5
and3b_1: 1 / 8.76
o311ai_0: 1 / 8.76
a221o_1: 1 / 10.0
a311o_1: 1 / 10.0
-- metrics by stage --
step	cell area (µm²)	utilization	hold slack, ns	total power, W
5_1_grt	792	0.232	1.79	0.0000800
2_1_floorplan	289	-	1.06	0.0000157
4_1_cts	767	0.225	1.74	0.0000696
3_5_place_dp	707	0.207	1.95	0.0000645
6_report	792	0.232	1.70	0.0000736
3_3_place_gp	707	0.207	1.95	0.0000644
-- cells in the final DEF (no fill, tap or decap), drive strengths merged, types with 2 or more instances in the layout --
master and instances:
and2 2, buf 24, clkbuf 2, clkdlybuf4s15 2, clkdlybuf4s50 18, ha 2, inv 6, nand2 6
nor2 5, nor3 6, o21ai 2, xor2 2
-- routing by layer --
layer	GRT usage	part of all wire	wire length [µm]
met1	0.0555	0.49	700
met2	0.0530	0.31	443
met3	0.0352	0.21	298
met4	0	0	0
met5	0	0	0
Power figures rest on the tool's default switching activity, not on a simulated workload.
